==> /design/flow/design.v <==
`timescale 1ns / 1ps
module Lab10_Q1_RAM(
input clk, rst, i_write_en,
input [2:0] i_addr,
input [7:0] i_write_data,
output reg [7:0] o_read_data
    );
reg [7:0] mem [0:7];
always @(posedge clk) begin
    if (rst) begin
        mem[0] <=8'b0;
        mem[1] <=8'b0;
        mem[2] <=8'b0;
        mem[3] <=8'b0;
        mem[4] <=8'b0;
        mem[5] <=8'b0;
        mem[6] <=8'b0;
        mem[7] <=8'b0;
    end
    else begin
        if (i_write_en) begin
            mem[i_addr] <= i_write_data;
        end
        else begin
            o_read_data <= mem[i_addr];
        end
    end
end
endmodule
==> /design/flow/run.sh <==
#!/bin/bash
# OpenROAD 26Q1-2900-gdf79404cd8, Yosys 0.63+post, stock flow scripts
make -C /OpenROAD-flow-scripts/flow DESIGN_CONFIG=/design/flow/config.mk WORK_HOME=/design/flow/orfs finish
==> /design/flow/config.mk <==
export PLATFORM = sky130hd
export DESIGN_NAME = Lab10_Q1_RAM
export DESIGN_NICKNAME = Lab10_Q1_RAM
export VERILOG_FILES = /design/flow/design.v
export SDC_FILE = /design/flow/constraint.sdc
export NUM_CORES = 4
export LEC_CHECK = 1
export CORE_UTILIZATION = 40
==> /design/flow/constraint.sdc <==
current_design Lab10_Q1_RAM

set clk_period 4.6
set clk_io_pct 0.2

create_clock -name clk0 -period $clk_period [get_ports {clk}]

set non_clock_inputs [all_inputs -no_clocks]
set_input_delay [expr $clk_period * $clk_io_pct] -clock clk0 $non_clock_inputs
set_output_delay [expr $clk_period * $clk_io_pct] -clock clk0 [all_outputs]
==> run summary <==
Result of the run -> completed
Last weighted congestion value of the routability-driven placer -> 0.822
Endpoint of the most critical setup path -> mem[5][1]
Critical register-to-register path endpoint -> o_read_data[0]
Min cycle time layout -> 3010 ps
Crit end category -> flip-flop
Synth warnings -> 1
Number of vias in the routed layout -> 1754
Reg clk slew, reported paths -> 80 ps
Total tool warning count -> 25
Metal2 WL -> 3200 um
Average footprint of a synthesized cell -> 15.5 um2
Core Util at FP -> 41.7%
Via count of the first global-routing pass -> 1867
Worst-path maximum fanout -> 11
Leading cell type in the layout, fill and taps excluded -> edfxtp_1
Remaining Overflow, GRT -> 0
TritonRoute pass-1 iters -> 4
Deepest level of the CTS H-tree -> 3
Worst Min Path Start -> mem[1][2]
Initial DRC count -> 53
Power density cells -> 376 mW/mm2
Routed wl met3 -> 643 um
Antenna Nets Post-Route -> 0
Die area -> 0.00846 mm2
Maximum single-stage delay on the critical path -> 730 ps
Per-cell via count in the routed design -> 5.10
HPWL Detailed -> 4680 um
Fmax -> 0.333 GHz
Number of antenna violations at the first check in global routing -> 0
Worst slew margin relative to its limit -> 32.7%
Fin. Hold Viols -> 0
GRT Util Overall -> 19.0%
Total negative slack -> 0 ps
Data required time of the worst path -> 4590 ps
Wire length of the first global-routing pass -> 10700 um
Final setup violation count -> 0
Y dimension of the die -> 92.0 um
Worst vdd ir -> 0.000181 V
R2R Path Start -> mem[6][0]
Post-synthesis instance total -> 209
Post-CTS setup buffers -> 0
Leakage Power -> 1.32 nW
Filler Cell Count -> 663
Core footprint -> 0.00777 mm2
Detailed-route wire length per cell -> 19.6 um
Slew of the pin with the lowest slew margin -> 1010 ps
Register area share after synthesis -> 66.8%
CP Launch Point -> i_addr[1]
M1 wire length -> 2770 um
Clk Tree Root Cell -> clkbuf_8
Area growth from synthesis to layout -> 16.4%
Number of instances resized during post-cts repair -> 0
Crit path depth -> 4
Critical Setup Path Class -> input port to flip-flop
Residual DRC count -> 0
Number of cell instances on the worst register-to-register path -> 3
Slowest-stage cell, CP -> clkdlybuf4s50_1
Hold-fix buffers at CTS -> 0
Die width -> 92.0 um
Largest net degree at the start of global routing -> 17
Worst-case clock skew -> 9.11 ps
Number of slew-limit violations in the final report -> 0
# Cells Yosys -> 209
Number of buffers between clock root and the deepest sink -> 2
Total area of multi-input combinational cells -> 0.00103 mm2
Cell breakdown of the critical path -> clkdlybuf4s50_1 -> nand2b_1 -> nor2_1 -> or2_1
Number of cell rows -> 32
Number of antenna repair diodes -> 0
TritonCTS Buffers -> 9
IO Count -> 22
Arr. time, crit path -> 2990 ps
Reg-to-reg setup timing slack -> 3310 ps
Highest signal layer in the routed design -> met4
Ratio of final minimum period to clock period -> 65.3%
Kind of cell adding the most delay to the critical path -> simple AND/OR/NAND/NOR gates
Synth unique cells -> 23
Startpoint type of the worst setup path -> input port
Post-synthesis instance area -> 0.00324 mm2
Number of flip-flops and latches in the synthesized netlist -> 72
WP buf/inv -> 1
Unrepaired setup endpoints after global routing -> no
Combined flip-flop and latch cell area -> 0.00216 mm2
Total cell area reported by yosys after synthesis -> 0.00324 mm2
TritonCTS clock tree -> done
Final wirelength -> 6750 um
Insertion Delay late pin -> 340 ps
Worst hold path type -> flip-flop to flip-flop
Proportion of layout cells with a drive suffix above 1 -> 20.2%
Most frequent cells in the layout -> edfxtp_1 (72), and2_1 (65), nand2_1 (22)
Input/output buffers -> 21
Pwr Total -> 1.42 mW
Sinks on the clock net -> 72
Max Cap Viol -> 0
-- Yosys cell counts --
cell type | number | area, um2
buf_4 | 4 | 30.0
mux4_2 | 14 | 315
clkbuf_1 | 1 | 3.75
or2_2 | 8 | 50.1
nand3b_4 | 1 | 20.0
buf_2 | 1 | 5.00
nor3_4 | 1 | 16.3
edfxtp_1 | 72 | 2160
nor2_1 | 4 | 15.0
a221oi_1 | 2 | 17.5
nand2_1 | 22 | 82.6
nand3b_1 | 1 | 7.51
o221ai_1 | 1 | 8.76
o211ai_1 | 1 | 7.51
nor2_2 | 2 | 12.5
nand2b_1 | 2 | 12.5
nor2_4 | 2 | 22.5
inv_2 | 1 | 3.75
nor3_2 | 1 | 10.0
and2_1 | 65 | 407
or2_1 | 1 | 6.26
mux2_2 | 1 | 11.3
or3b_4 | 1 | 11.3
-- registers in the layout, indices dropped and copies added (netlist names) --
register and flops:
o_read_data 8, mem 64
-- how the worst min path moves through the flow --
stage,to,slack (ps),cells after the start
after CTS,o_read_data[2],680,2
after global routing,o_read_data[2],700,2
final,o_read_data[2],670,2
-- metal layers --
layer | vias to the layer above | track usage, %
li1 | 820 | -
met1 | 850 | 28.0
met2 | 73 | 28.2
met3 | 11 | 9.54
met4 | 0 | 2.86
met5 | - | 0
-- tightest hold or removal path: cells and delay by family (launching register included) --
kind / cells / cell delay, ps
DFF: 1 / 330
AOI/OAI and AO/OA: 2 / 240
-- kinds of logic (layout without fill, tap and decap cells) --
kind of cell / Yosys count / after routing / synth area share, %
simple gates: 111 / 111 / 20.8
flops: 72 / 72 / 66.8
mux: 15 / 15 / 10.1
buf+inv: 7 / 40 / 1.31
compound gates: 4 / 4 / 1.04
-- cell type report --
cell class / instances / share of cell area (%)
Multi-Input combinational cell: 130 / 27.4
Inverter: 1 / 0.0996
Tap cell: 102 / 3.39
Clock inverter: 5 / 2.19
Clock buffer: 10 / 3.39
Sequential cell: 72 / 57.4
Timing Repair Buffer: 24 / 6.17
-- where the power goes --
part           internal, mW  leakage [nW]  switching, mW  total, mW
logic                0.0524         0.532         0.0607      0.113
registers             0.764         0.690         0.0121      0.776
clock network         0.302        0.0946          0.225      0.527
total                  1.12          1.32          0.298       1.42
-- through the flow --
step	setup slack, ps	cells	hold slack [ps]	util [%]	cell area [um2]
final	1590	344	673	48.5	3770
after global placement	1180	329	670	45.8	3560
after global routing	1400	344	705	48.5	3770
after floorplan	2510	209	601	-	3240
after detailed placement	1170	329	664	45.8	3560
after CTS	1520	344	678	48.5	3770
No activity file was given, so power comes from the tool's default toggle rates.
